`flow/config.mk`:
```
export PLATFORM = sky130hd
export DESIGN_NAME = debounce_Amisha
export DESIGN_NICKNAME = debounce_Amisha
export VERILOG_FILES = /design/flow/design.v
export SDC_FILE = /design/flow/constraint.sdc
export NUM_CORES = 4
export LEC_CHECK = 1
export CORE_UTILIZATION = 30
```
`flow/constraint.sdc`:
```
current_design debounce_Amisha

set clk_period 4.6
set clk_io_pct 0.2

create_clock -name clk0 -period $clk_period [get_ports {clk_amisha}]

set non_clock_inputs [all_inputs -no_clocks]
set_input_delay [expr $clk_period * $clk_io_pct] -clock clk0 $non_clock_inputs
set_output_delay [expr $clk_period * $clk_io_pct] -clock clk0 [all_outputs]
```
`flow/design.v`:
```
`timescale 1ns / 1ps
module debounce_Amisha(
    input clk_amisha,
    input reset_amisha,
    input sw_amisha,
    output reg db_level_amisha,
    output reg db_tick_amisha
    );
	 localparam [1:0]
	 zero_amisha = 2'b00,
	 wait0_amisha = 2'b01,
	 one_amisha = 2'b10,
	 wait1_amisha = 2'b11;
	 localparam N_amisha = 21;
	 reg [N_amisha - 1 : 0] q_reg_amisha, q_next_amisha;
	 reg [1:0] state_reg_amisha, state_next_amisha;
	 always @(posedge clk_amisha, posedge reset_amisha)
	 if (reset_amisha)
	 begin
	 state_reg_amisha <= zero_amisha;
	 q_reg_amisha <=0;
	 end
	 else
	 begin
	 state_reg_amisha <= state_next_amisha;
	 q_reg_amisha <= q_next_amisha;
	 end
	 always @*
	 begin
	 state_next_amisha = state_reg_amisha;
	 q_next_amisha = q_reg_amisha;
	 db_tick_amisha = 1'b0;
	 case (state_reg_amisha)
	 zero_amisha :
	 begin
	 db_level_amisha = 1'b0;
	 if (sw_amisha)
	 begin
	 state_next_amisha = wait1_amisha;
	 q_next_amisha = {N_amisha{1'b1}};
	 end
	 end
	 wait1_amisha :
	 begin
	 db_level_amisha = 1'b0;
	 if (sw_amisha)
	 begin
	 q_next_amisha = q_reg_amisha - 1;
	 if (q_next_amisha == 0)
	 begin
	 state_next_amisha = one_amisha;
	 db_tick_amisha = 1'b1;
	 end
	 end
	 else
	 state_next_amisha = zero_amisha;
	 end
	 one_amisha :
	 begin
	 db_level_amisha = 1'b1;
	 if (~sw_amisha)
	 begin
	 state_next_amisha = wait0_amisha;
	 q_next_amisha = {N_amisha{1'b1}};
	 end
	 end
	 wait0_amisha :
	 begin
	 db_level_amisha = 1'b1;
	 if (~sw_amisha)
	 begin
	 q_next_amisha = q_reg_amisha - 1;
	 if (q_next_amisha == 0)
	 state_next_amisha = zero_amisha;
	 end
	 else
	 state_next_amisha = one_amisha;
	 end
	 default : state_next_amisha = zero_amisha;
	 endcase
	 end
endmodule
```
`flow/run.sh`:
```
#!/bin/bash
# OpenROAD 26Q1-2900-gdf79404cd8, Yosys 0.63+post, stock flow scripts
make -C /OpenROAD-flow-scripts/flow DESIGN_CONFIG=/design/flow/config.mk WORK_HOME=/design/flow/orfs finish
```
==> job_summary.md <==
### Yosys + OpenROAD results

| Metric | Value |
|---|---|
| Wirelength, routed | 3340 microns |
| Critical path cell sequence | inv_1, ha_1, nor3b_1, nand4_1, nor2_1, xor2_1, nor4b_1, clkdlybuf4s50_1 |
| Routability cong. | 0.817 |
| Postcts setup bufs | 0 |
| Clock Tree Buf Depth | 2 |
| Clock skew | 0.000911 ns |
| Final slew viol count | 0 |
| Total of max-cap violations | 0 |
| Area Growth Syn to Fin | 8.60% |
| DP HPWL | 2250 microns |
| Yosys stat chip area | 1570 sq um |
| Cell variety after synth | 44 |
| Vias in the first global route | 1198 |
| DRC Markers | 0 |
| Critical path buffer and inverter count | 2 |
| Hold Crit Depth | 1 |
| CP startpoint kind | flip-flop |
| Mean post-synth cell area | 8.68 sq um |
| CP Class | flip-flop to output pin |
| Global-route wire length before repair | 6010 microns |
| Switching share of power | 27.8% |
| Area leader, netlist | dfrtp_1 |
| Fraction of registers with async set/reset | 100% |
| Setup crit end kind | output pin |
| H-Tree Level Count | 1 |
| Global route overflow | 0 |
| Status | finished clean |
| Synth Flop Type | dfrtp_1 |
| Yosys cell count | 181 |
| Post-Syn Area | 1570 sq um |
| Vias | 1335 |
| Floorplan core area | 4880 sq um |
| Register share after synthesis | 39.9% |
| Pint | 0.306 mW |
| Critical path's largest stage delay | 0.52 ns |
| Fp util | 32.2% |
| Slew HR | 51.2% |
| FF-to-FF End | state_reg_amisha[1] |
| TritonCTS buffer count | 3 |
| Post-synth EDFFs | 0 |
| Endpoints failing setup | 0 |
| Die area | 5530 sq um |
| Post-layout util | 35.0% |
| Inst Count DP | 244 |
| Flop-to-flop setup slack | 2.03 ns |
| Synth warnings | 1 |
| Drt first pass iters | 4 |
| Fin crit period | 4.07 ns |
| OpenROAD warnings | 26 |
| RSZ-0062 raised after global routing | false |
| Final worst slack | 0.532 ns |
| Via density per instance | 5.38 |
| Post-placement setup slack | 0.796 ns |
| Die extent in x | 74.4 microns |
| Yosys top cell by instances | dfrtp_1 |
| Worst EP arrival | 3.15 ns |
| Combinational gate area | 880 sq um |
| Gate power share | 10.8% |
| Layout cell share with drive strength beyond 1 | 8.84% |
| Num Clock Sinks | 25 |
| Total GRT Usage | 14.3% |
| Crit path required time | 3.68 ns |
| Most frequent cells after synthesis | dfrtp_1, nor2_1, o21ai_0 |
| Die y size | 74.4 microns |
| Lkg Pwr | 0.550 nW |
| Critical path's slowest cell | nor3b_1 |
| Hold slack | 0.533 ns |
| Actual slew at the worst max-slew pin | 0.731 ns |
| Diode count | 0 |
| Crit path max-delay family | simple AND/OR/NAND/NOR gates |
| Dominant cell area share | 38.2% |
| Latency at later pin | 0.27 ns |
| Fin cells | 248 |
| Total negative slack | 0 ns |
| Hold buffer count at CTS | 0 |
| Period utilization | 88.4% |
| I/O Buffers | 4 |
| Hold EP | q_reg_amisha[17] |
| Final hold vios | 0 |
| PD cells | 248 nW/um^2 |
| Origin of the worst min-delay path | q_reg_amisha[17] |
| Sw power | 0.118 mW |
| Max Freq | 246 MHz |
| #FFs+latches synth | 25 |
| Initial antenna violation count | 0 |
| CTS tree | yes |
| Largest net degree at the start of global routing | 26 |
| Synth area leaders | dfrtp_1, o21ai_0, nor2_1 |
| R2R depth | 7 |
| CP max FO | 9 |
| Post-CTS resize count | 0 |
| Hold Crit Class | flip-flop to flip-flop |
| IO Pins | 5 |
| Antenna viol nets, final | 0 |
| Cells after synthesis | 181 |
| Peak VDD IR | 0.164 mV |
| R2R Path Start | q_reg_amisha[0] |
| Reg clk slew, reported paths | 0.09 ns |
| Root Buffer Master | clkbuf_8 |
| Initial DRC count | 74 |
| FF+latch area | 627 sq um |
| # rows | 25 |
| Clock power frac | 31.6% |
| FILL cells | 528 |
| Sequential power share | 57.7% |
| Routed WL per cell | 13.5 microns |
==> metrics by stage <==
step | cell area (sq um) | total power, mW
after floorplan | 1570 | 0.282
after global placement | 1660 | 0.294
after detailed placement | 1660 | 0.294
after CTS | 1710 | 0.428
after global routing | 1710 | 0.445
final | 1710 | 0.423
==> power by group through the flow <==
| stage | clock (mW) | combinational (mW) | sequential (mW) |
|---|---|---|---|
| after CTS | 0.138 | 0.0463 | 0.244 |
| after global routing | 0.146 | 0.0530 | 0.246 |
| final | 0.134 | 0.0455 | 0.244 |
==> worst max-delay path by stage <==
stage	start	end	slack, ns	cells after the start
after CTS	q_reg_amisha[0]	db_tick_amisha	0.50	8
after global routing	q_reg_amisha[1]	db_tick_amisha	0.14	8
final	q_reg_amisha[0]	db_tick_amisha	0.53	8
==> state kept, by name (all words and copies together), names as in the netlist <==
register          cells
q_reg_amisha         21
state_reg_amisha      4
==> cell families (layout without fill, tap and decap cells) <==
kind of cell               after synthesis  after routing  share of synthesized area (%)
and+or+nand+nor                         79             79                           29.6
AOI/OAI and AO/OA                       54             54                           21.4
DFF                                     25             25                           39.9
buffers and inverters                   15             15                           4.14
xor gates and xnor gates                 6              6                           3.34
adders and majority gates                2              2                           1.59
==> layout make-up <==
type,instances,area share (%)
repair buffers,5,2.79
flip-flops and latches,25,36.7
clock inverters,1,0.293
clock buffers,3,2.42
well taps,67,4.91
inverters,6,1.32
multi-input cells,141,51.5
==> placed cells by master, fill, tap and decap left out, types with 4 or more instances in the layout <==
cell | netlist | routed
xor2_1 | 4 | 4
nor4_1 | 4 | 4
a21oi_1 | 17 | 17
nand2_1 | 12 | 12
clkdlybuf4s50_1 | 0 | 4
dfrtp_1 | 24 | 24
nor2_1 | 23 | 23
or3_1 | 4 | 4
o21ai_0 | 19 | 19
inv_1 | 6 | 6
nand4_1 | 4 | 4
nor3_1 | 9 | 9
==> routing by layer <==
layer / global-route usage (%) / vias to the layer above / routed length [microns]
li1: - / 675 / -
met1: 24.2 / 639 / 1800
met2: 20.7 / 19 / 1420
met3: 2.20 / 2 / 100
met4: 0.839 / 0 / 23
met5: 0 / - / 0
Power and IR drop assume default switching activity.
