**flow/design.v**
```verilog
`timescale 1ns / 1ps
module fib_Amisha(
    input clk_amisha,
    input reset_amisha,
	 input start_amisha,
    input [4:0] i_amisha,
    output reg ready_amisha,
    output reg done_tick_amisha,
    output [19:0] f_amisha
    );
	 localparam [1:0]
	 idle_amisha = 2'b00,
	 op_amisha = 2'b01,
	 done_amisha = 2'b10;
	 reg [1:0] state_reg_amisha, state_next_amisha;
	 reg [19:0] t0_reg_amisha, t0_next_amisha, t1_reg_amisha, t1_next_amisha;
	 reg [4:0] n_reg_amisha, n_next_amisha;
	 always @(posedge clk_amisha, posedge reset_amisha)
	 if (reset_amisha)
	 begin
	 state_reg_amisha <= idle_amisha;
	 t0_reg_amisha <= 0;
	 t1_reg_amisha <= 0;
	 n_reg_amisha <= 0;
	 end
	 else
	 begin
	 state_reg_amisha <= state_next_amisha;
	 t0_reg_amisha <= t0_next_amisha;
	 t1_reg_amisha <= t1_next_amisha;
	 n_reg_amisha <= n_next_amisha;
	 end
	 always @*
	 begin
	 state_next_amisha = state_reg_amisha;
	 ready_amisha = 1'b0;
	 done_tick_amisha = 1'b0;
	 t0_next_amisha = t0_reg_amisha;
	 t1_next_amisha = t1_reg_amisha;
	 n_next_amisha = n_reg_amisha;
	 case (state_reg_amisha)
	 idle_amisha :
	 begin
	 ready_amisha = 1'b1;
	 if (start_amisha)
	 begin
	 t0_next_amisha = 0;
	 t1_next_amisha = 20'd1;
	 n_next_amisha = i_amisha;
	 state_next_amisha = op_amisha;
	 end
	 end
	 op_amisha :
	 if (n_reg_amisha == 0)
	 begin
	 t1_next_amisha = 0;
	 state_next_amisha = done_amisha;
	 end
	 else if (n_reg_amisha == 1)
	 state_next_amisha = done_amisha;
	 else
	 begin
	 t1_next_amisha = t1_reg_amisha + t0_reg_amisha;
	 t0_next_amisha = t1_reg_amisha;
	 n_next_amisha = n_reg_amisha - 1;
	 end
	 done_amisha :
	 begin
	 done_tick_amisha = 1'b1;
	 state_next_amisha = idle_amisha;
	 end
	 default : state_next_amisha = idle_amisha;
	 endcase
	 end
	 assign f_amisha = t1_reg_amisha;
endmodule
```
**flow/constraint.sdc**
```tcl
current_design fib_Amisha

set clk_period 10.2
set clk_io_pct 0.2

create_clock -name clk0 -period $clk_period [get_ports {clk_amisha}]

set non_clock_inputs [all_inputs -no_clocks]
set_input_delay [expr $clk_period * $clk_io_pct] -clock clk0 $non_clock_inputs
set_output_delay [expr $clk_period * $clk_io_pct] -clock clk0 [all_outputs]
```
**flow/config.mk**
```make
export PLATFORM = sky130hd
export DESIGN_NAME = fib_Amisha
export DESIGN_NICKNAME = fib_Amisha
export VERILOG_FILES = /design/flow/design.v
export SDC_FILE = /design/flow/constraint.sdc
export NUM_CORES = 4
export LEC_CHECK = 1
export CORE_UTILIZATION = 50
```
**flow/run.sh**
```bash
#!/bin/bash
# OpenROAD 26Q1-2900-gdf79404cd8, Yosys 0.63+post, stock flow scripts
make -C /OpenROAD-flow-scripts/flow DESIGN_CONFIG=/design/flow/config.mk WORK_HOME=/design/flow/orfs finish
```
==> run notes <==
fresh numbers from the pnr run: status complete, no violations, Post-DP HPWL 4770 um, synth unique cells around 55, final RePlAce weighted congestion 0.947, CTS tree yes, mux frac, synth 0.00338, register clock-pin slew on the reported worst setup and hold paths 0.09 ns, yosys stat chip area 0.00296 mm2, Via density 5.75, DRT Wirelength 6800 um, Worst Path Class, Setup in -> reg, Hold Path Class reg -> reg, largest net degree at the start of global routing between 40 and 50, global-route wire length before repair 11600 um, Inserted Diodes 0, vias in the first global route 2461, drt drc 0, Die Wd 79.0 um, total die size 0.00623 mm2, ao+oa area frac 0.199, setup TNS 0 ns, total global-route track usage 0.246, GR Overflow Total 0, FP Core Util 0.528, Slew HR 0.458, Hold Slack 0.465 ns, max-cap violations 0, Post-Syn Instances between 300 and 400, final setup vio count 0, Final Cycle Share 0.427, pre-CTS setup slack 5.52 ns, ANT nets after route 0, worst endpoint required time 10.43 ns, synthesized cell area 0.00296 mm2, Final Hold Fails 0, row count 27, I/O Pins 30, Late-Pin Clk Latency between 0.3 and 0.4 ns, startpoint types input pin, fin. max-slew vios 0, Hold Buf Count CTS 0, critical path data arrival time 4.59 ns, peak supply drop 0.106 mV, xor/xnor share 0.0414, Yosys top cell by area dfrtp_1, Synthesis Warnings 1, routed via count between 2000 and 3000, # clock sinks 48, clock buffer count from CTS 5, Avg Cell Area, Syn around 8.7 um2, top_reg_cell synth dfrtp_1, PostCTS Resize Cnt 0, Worst-Margin Slew 0.813 ns, Iter 0 DRT Violations 127, crit end category register, ys cells roughly 340, final-layout fill cell count 509, initial antenna violation count 0, Area Growth Syn to Fin 15.5%, pwr dens 167 mW/mm2, leakage between 1.5 and 2 nW, average wire per standard cell 15.6 um, CORE AREA 0.00561 mm2, Final Util 0.610, Cell area leaders dfrtp_1 (40%), nand2_1 (9.1%), ha_1 (8.9%), o21ai_0 (4.9%), nand3_1 (4.6%), fraction of layout cells with a size suffix above 1 0.0577, PortBufs 29, Post-synth EDFFs 0, sequential area share after synthesis 0.406, Seq cells post-synth 48, root buf cell clkbuf_8, simple share 0.215, tool warnings 27, H-Tree Depth 2, CTS max path bufs 2, Min Clock Period, post-route 4.35 ns, RSZ-0062 raised after global routing no, Adder Area Share 0.0955, setup ws final slightly below 6 ns, total power 0.569 mW, crit-path max FO 23, asr flop ratio synth 1.00, die height around 80 um, Layout Skew between 0.007 and 0.008 ns, post-synth top area share 0.397, main kind of combinational logic by area simple AND/OR/NAND/NOR gates, post-CTS setup buffers 0, number of iterations in the first detailed-routing pass 4, FMAX 230 MHz
-- cell type report --
class,instances,area (um2),share of cell area
tap,72,90.1,0.0263
sequential,48,1200,0.352
clock inverter,2,60.1,0.0176
timing repair buffer,32,313,0.0915
multi-input combinational,266,1640,0.481
inverter,10,37.5,0.0110
clock buffer,6,72.6,0.0212
-- critical path: stages --
cell,delay [ns]
clkdlybuf4s50_1,0.50
nand2b_2,0.15
o21ai_2,0.07
a41o_1,0.49
or2_0,0.62
or4b_1,0.62
o211ai_2,0.08
-- stage by stage --
step	cell area, um2	instances
2_1_floorplan	2960	342
5_1_grt	3420	436
3_3_place_gp	3290	428
6_report	3420	436
3_5_place_dp	3290	428
4_1_cts	3420	436
-- where the power goes --
part / switching (mW) / internal (mW) / leakage [nW]
logic: 0.127 / 0.0518 / 0.892
clock network: 0.0660 / 0.0980 / 0.0654
registers: 0.0177 / 0.209 / 0.654
-- placed cells by master (no fill, tap or decap), drive strengths merged, types with 2 or more instances in the layout --
master / instances
nand2: 72
dfrtp: 47
o21ai: 32
clkdlybuf4s50: 29
nand3: 27
ha: 21
a21oi: 19
nor2: 13
inv: 10
xor2: 9
clkbuf: 6
a21o: 5
xnor2: 5
nand2b: 5
nand4: 4
nor2b: 4
a211oi: 4
nor3: 3
and2: 3
a31oi: 3
a311oi: 3
a22o: 3
buf: 3
o211ai: 3
o21a: 2
o21bai: 2
o31ai: 2
o22ai: 2
bufinv: 2
or2: 2
-- routing by layer --
metal,track usage,share of wire,vias to the layer above
li1,-,-,1251
met1,0.379,0.50,1201
met2,0.396,0.45,47
met3,0.0292,0.033,7
met4,0.0400,0.011,0
met5,0,0,-
-- logic make-up (layout without fill, tap and decap cells) --
group,Yosys count,after routing
and+or+nand+nor,140,140
AOI/OAI and AO/OA,89,89
DFF,48,48
buffers and inverters,28,50
adders and majority gates,22,22
xor gates and xnor gates,14,14
muxes,1,1
-- final timing paths --
path                                     start             endpoint  slack (ns)  cells after the start
setup / recovery                  start_amisha    t1_reg_amisha[19]        5.85                      7
hold / removal             state_reg_amisha[1]  state_reg_amisha[0]        0.46                      1
setup reg to reg              t1_reg_amisha[0]    t1_reg_amisha[12]        7.47                      9
hold reg to reg            state_reg_amisha[1]  state_reg_amisha[0]        0.46                      1
max in group asynchronous         reset_amisha     t0_reg_amisha[7]        7.57                      3
min in group asynchronous         reset_amisha    t0_reg_amisha[12]        2.22                      3
-- synthesized netlist by cell type, types with 2 or more instances --
cell type	number
a21o_1	5
inv_1	10
dfrtp_1	47
o22ai_1	2
ha_1	21
nand2b_1	4
buf_2	7
a311oi_1	3
nand4_1	4
o21ai_1	2
o21ai_0	29
xor2_1	9
nor2b_1	4
nand3_1	27
a21oi_1	18
and2_1	3
o31ai_1	2
o21bai_1	2
nand2_1	72
o21a_1	2
a31oi_1	3
a211oi_2	2
a211oi_1	2
xnor2_1	5
nor2_1	13
a22o_1	3
nor3_1	3
o211ai_1	2
clkbuf_1	10
-- sequential cells by signal (all words and copies together), names as in the netlist --
signal,flops
t1_reg_amisha,20
state_reg_amisha,3
t0_reg_amisha,20
n_reg_amisha,5
Power and IR drop assume default switching activity.
