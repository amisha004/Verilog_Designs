File: ./run.sh
#!/bin/bash
# OpenROAD 26Q1-2900-gdf79404cd8, Yosys 0.63+post, stock flow scripts
make -C /OpenROAD-flow-scripts/flow DESIGN_CONFIG=/design/flow/config.mk WORK_HOME=/design/flow/orfs finish
File: ./config.mk
export PLATFORM = sky130hd
export DESIGN_NAME = low_freq_counter_Amisha
export DESIGN_NICKNAME = low_freq_counter_Amisha
export VERILOG_FILES = /design/flow/design.v
export SDC_FILE = /design/flow/constraint.sdc
export NUM_CORES = 4
export LEC_CHECK = 1
export CORE_UTILIZATION = 50
File: ./constraint.sdc
current_design low_freq_counter_Amisha

set clk_period 6.6
set clk_io_pct 0.2

create_clock -name clk0 -period $clk_period [get_ports {clk_amisha}]

set non_clock_inputs [all_inputs -no_clocks]
set_input_delay [expr $clk_period * $clk_io_pct] -clock clk0 $non_clock_inputs
set_output_delay [expr $clk_period * $clk_io_pct] -clock clk0 [all_outputs]
File: ./design.v
`timescale 1ns / 1ps
module bin2bcd_Amisha
   (
    input clk_amisha, 
	 input reset_amisha,
    input start_amisha,
    input [12:0] bin_amisha,
    output reg ready_amisha, 
	 output reg done_tick_amisha,
    output [3:0] bcd3_amisha, 
	 output [3:0] bcd2_amisha, 
	 output [3:0] bcd1_amisha, 
	 output [3:0] bcd0_amisha
   );
   localparam [1:0]
      idle_amisha = 2'b00,
      op_amisha   = 2'b01,
      done_amisha = 2'b10;
   reg [1:0] state_reg_amisha, state_next_amisha;
   reg [12:0] p2s_reg_amisha, p2s_next_amisha;
   reg [3:0] n_reg_amisha, n_next_amisha;
   reg [3:0] bcd3_reg_amisha, bcd2_reg_amisha, bcd1_reg_amisha, bcd0_reg_amisha;
   reg [3:0] bcd3_next_amisha, bcd2_next_amisha, bcd1_next_amisha, bcd0_next_amisha;
   wire [3:0] bcd3_tmp_amisha, bcd2_tmp_amisha, bcd1_tmp_amisha, bcd0_tmp_amisha;
   always @(posedge clk_amisha, posedge reset_amisha)
      if (reset_amisha)
         begin
            state_reg_amisha <= idle_amisha;
            p2s_reg_amisha <= 0;
            n_reg_amisha <= 0;
            bcd3_reg_amisha <= 0;
            bcd2_reg_amisha <= 0;
            bcd1_reg_amisha <= 0;
            bcd0_reg_amisha <= 0;
         end
      else
         begin
            state_reg_amisha <= state_next_amisha;
            p2s_reg_amisha <= p2s_next_amisha;
            n_reg_amisha <= n_next_amisha;
            bcd3_reg_amisha <= bcd3_next_amisha;
            bcd2_reg_amisha <= bcd2_next_amisha;
            bcd1_reg_amisha <= bcd1_next_amisha;
            bcd0_reg_amisha <= bcd0_next_amisha;
         end
   always @*
   begin
      state_next_amisha = state_reg_amisha;
      ready_amisha = 1'b0;
      done_tick_amisha = 1'b0;
      p2s_next_amisha = p2s_reg_amisha;
      bcd0_next_amisha = bcd0_reg_amisha;
      bcd1_next_amisha = bcd1_reg_amisha;
      bcd2_next_amisha = bcd2_reg_amisha;
      bcd3_next_amisha = bcd3_reg_amisha;
      n_next_amisha = n_reg_amisha;
      case (state_reg_amisha)
         idle_amisha:
            begin
               ready_amisha = 1'b1;
               if (start_amisha)
                  begin
                     state_next_amisha = op_amisha;
                     bcd3_next_amisha = 0;
                     bcd2_next_amisha = 0;
                     bcd1_next_amisha = 0;
                     bcd0_next_amisha = 0;
                     n_next_amisha = 4'b1101; 
                     p2s_next_amisha = bin_amisha; 
                     state_next_amisha = op_amisha;
                  end
            end
         op_amisha:
            begin
               p2s_next_amisha = p2s_reg_amisha << 1;
               bcd0_next_amisha = {bcd0_tmp_amisha[2:0], p2s_reg_amisha[12]};
               bcd1_next_amisha = {bcd1_tmp_amisha[2:0], bcd0_tmp_amisha[3]};
               bcd2_next_amisha = {bcd2_tmp_amisha[2:0], bcd1_tmp_amisha[3]};
               bcd3_next_amisha = {bcd3_tmp_amisha[2:0], bcd2_tmp_amisha[3]};
               n_next_amisha = n_reg_amisha - 1;
               if (n_next_amisha==0)
                   state_next_amisha = done_amisha;
            end
         done_amisha:
            begin
               done_tick_amisha = 1'b1;
               state_next_amisha = idle_amisha;
            end
         default: state_next_amisha = idle_amisha;
      endcase
   end
   assign bcd0_tmp_amisha = (bcd0_reg_amisha > 4) ? bcd0_reg_amisha +3 : bcd0_reg_amisha;
   assign bcd1_tmp_amisha = (bcd1_reg_amisha > 4) ? bcd1_reg_amisha +3 : bcd1_reg_amisha;
   assign bcd2_tmp_amisha = (bcd2_reg_amisha > 4) ? bcd2_reg_amisha +3 : bcd2_reg_amisha;
   assign bcd3_tmp_amisha = (bcd3_reg_amisha > 4) ? bcd3_reg_amisha +3 : bcd3_reg_amisha;
   assign bcd0_amisha = bcd0_reg_amisha;
   assign bcd1_amisha = bcd1_reg_amisha;
   assign bcd2_amisha = bcd2_reg_amisha;
   assign bcd3_amisha = bcd3_reg_amisha;
endmodule
`timescale 1ns / 1ps
module div_Amisha
#( parameter W_amisha = 8,
CBIT_amisha = 4
)
(
    input clk_amisha,
    input reset_amisha,
    input start_amisha,
    input [W_amisha-1 : 0] dvsr_amisha,
    input [W_amisha-1 : 0] dvnd_amisha,
    output reg ready_amisha,
    output reg done_tick_amisha,
    output [W_amisha-1 : 0] quo_amisha,
    output [W_amisha-1 : 0] rmd_amisha
    );
	 localparam [1:0]
	 idle_amisha = 2'b00,
	 op_amisha = 2'b01,
	 last_amisha = 2'b10,
	 done_amisha = 2'b11;
	 reg [1:0] state_reg_amisha, state_next_amisha;
	 reg [W_amisha-1 : 0] rh_reg_amisha, rh_next_amisha; 
	 reg [W_amisha-1 : 0] rl_reg_amisha, rl_next_amisha, rh_tmp_amisha;
	 reg [W_amisha-1 : 0] d_reg_amisha, d_next_amisha;
	 reg [CBIT_amisha-1 : 0] n_reg_amisha, n_next_amisha;
	 reg q_bit_amisha;
	 always @(posedge clk_amisha, posedge reset_amisha)
	 if (reset_amisha)
	 begin
	 state_reg_amisha <= idle_amisha;
	 rh_reg_amisha <= 0;
	 rl_reg_amisha <= 0;
	 d_reg_amisha <= 0;
	 n_reg_amisha <= 0;
	 end
	 else
	 begin
	 state_reg_amisha <= state_next_amisha;
	 rh_reg_amisha <= rh_next_amisha;
	 rl_reg_amisha <= rl_next_amisha;
	 d_reg_amisha <= d_next_amisha;
	 n_reg_amisha <= n_next_amisha;
	 end
	 always @*
	 begin
	 state_next_amisha = state_reg_amisha;
	 ready_amisha = 1'b0;
	 done_tick_amisha = 1'b0;
	 rh_next_amisha = rh_reg_amisha;
	 rl_next_amisha = rl_reg_amisha;
	 d_next_amisha = d_reg_amisha;
	 n_next_amisha = n_reg_amisha;
	 case (state_reg_amisha)
	 idle_amisha :
	 begin
	 ready_amisha = 1'b1;
	 if (start_amisha)
	 begin
	 rh_next_amisha = 0;
	 rl_next_amisha = dvnd_amisha;
	 d_next_amisha = dvsr_amisha;
	 n_next_amisha = CBIT_amisha;
	 state_next_amisha = op_amisha;
	 end
	 end
	 op_amisha :
	 begin
	 rl_next_amisha = {rl_reg_amisha [W_amisha-2 : 0], q_bit_amisha};
	 rh_next_amisha = {rh_tmp_amisha [W_amisha-2 : 0], rl_reg_amisha [W_amisha-1]};
	 n_next_amisha = n_reg_amisha - 1;
	 if (n_next_amisha == 1)
	 state_next_amisha = last_amisha;
	 end
	 last_amisha :
	 begin
	 rl_next_amisha = {rl_reg_amisha [W_amisha-2 : 0], q_bit_amisha};
	 rh_next_amisha = rh_tmp_amisha;
	 state_next_amisha = done_amisha;
	 end
	 done_amisha :
	 begin
	 done_tick_amisha = 1'b1;
	 state_next_amisha = idle_amisha;
	 end
	 default : state_next_amisha = idle_amisha;
	 endcase
	 end
	 always @*
	 if (rh_reg_amisha >= d_reg_amisha)
	 begin
	 rh_tmp_amisha = rh_reg_amisha - d_reg_amisha;
	 q_bit_amisha = 1'b1;
	 end
	 else
	 begin
	 rh_tmp_amisha = rh_reg_amisha;
	 q_bit_amisha = 1'b0;
	 end
	 assign quo_amisha = rl_reg_amisha;
	 assign rmd_amisha = rh_reg_amisha;
endmodule
`timescale 1ns / 1ps
module low_freq_counter_Amisha
   (
    input clk_amisha, 
	 input reset_amisha,
    input start_amisha, 
	 input si_amisha,
    output [3:0] bcd3_amisha, 
	 output [3:0] bcd2_amisha, 
	 output [3:0] bcd1_amisha, 
	 output [3:0] bcd0_amisha
   );
   localparam  [1:0]
               idle_amisha  = 2'b00,
               count_amisha = 2'b01,
               frq_amisha   = 2'b10,
               b2b_amisha   = 2'b11;
   reg [1:0] state_reg_amisha, state_next_amisha;
   wire [9:0] prd_amisha;
   wire [19:0] dvsr_amisha, dvnd_amisha, quo_amisha;
   reg prd_start_amisha, div_start_amisha, b2b_start_amisha;
   wire prd_done_tick_amisha, div_done_tick_amisha, b2b_done_tick_amisha;
   period_counter_Amisha prd_count_unit_amisha
      (.clk_amisha(clk_amisha), .reset_amisha(reset_amisha), .start_amisha(prd_start_amisha), 
		.si_amisha(si_amisha),.ready_amisha(), .done_tick_amisha(prd_done_tick_amisha), .prd_amisha(prd_amisha));
   div_Amisha #(.W_amisha(20), .CBIT_amisha(5)) div_unit_amisha
      (.clk_amisha(clk_amisha), .reset_amisha(reset_amisha), .start_amisha(div_start_amisha),
       .dvsr_amisha(dvsr_amisha), .dvnd_amisha(dvnd_amisha), .quo_amisha(quo_amisha), .rmd_amisha(),
       .ready_amisha(), .done_tick_amisha(div_done_tick_amisha));
   bin2bcd_Amisha b2b_unit_amisha
      (.clk_amisha(clk_amisha), .reset_amisha(reset_amisha), .start_amisha(b2b_start_amisha),
       .bin_amisha(quo_amisha[12:0]), .ready_amisha(), .done_tick_amisha(b2b_done_tick_amisha),
       .bcd3_amisha(bcd3_amisha), .bcd2_amisha(bcd2_amisha), .bcd1_amisha(bcd1_amisha), .bcd0_amisha(bcd0_amisha));
   assign dvnd_amisha = 20'd1000000;
   assign dvsr_amisha = {10'b0, prd_amisha};
   always @(posedge clk_amisha, posedge reset_amisha)
     if (reset_amisha)
        state_reg_amisha <= idle_amisha;
     else
        state_reg_amisha <= state_next_amisha;
   always @*
   begin
      state_next_amisha = state_reg_amisha;
      prd_start_amisha = 1'b0;
      div_start_amisha = 1'b0;
      b2b_start_amisha = 1'b0;
      case (state_reg_amisha)
         idle_amisha:
            if (start_amisha)
               begin
                  prd_start_amisha = 1'b1;
                  state_next_amisha = count_amisha;
               end
         count_amisha:
            if (prd_done_tick_amisha)
               begin
                  div_start_amisha = 1'b1;
                  state_next_amisha = frq_amisha;
               end
         frq_amisha:
            if (div_done_tick_amisha)
               begin
                  b2b_start_amisha = 1'b1;
                  state_next_amisha = b2b_amisha;
               end
         b2b_amisha:
            if (b2b_done_tick_amisha)
               state_next_amisha = idle_amisha;
       endcase
   end
endmodule
`timescale 1ns / 1ps
module period_counter_Amisha
   (
    input clk_amisha, 
	 input reset_amisha,
    input start_amisha, 
	 input si_amisha,
    output reg ready_amisha, 
	 output reg done_tick_amisha,
    output [9:0] prd_amisha
   );
   localparam [1:0]
      idle_amisha  = 2'b00,
      waite_amisha = 2'b01,
      count_amisha = 2'b10,
      done_amisha  = 2'b11;
   localparam CLK_MS_COUNT_amisha = 50000; 
   reg [1:0] state_reg_amisha, state_next_amisha;
   reg [15:0] t_reg_amisha, t_next_amisha; 
   reg [9:0] p_reg_amisha, p_next_amisha;   
   reg delay_reg_amisha;
   wire edg_amisha;
   always @(posedge clk_amisha, posedge reset_amisha)
      if (reset_amisha)
         begin
            state_reg_amisha <= idle_amisha;
            t_reg_amisha <= 0;
            p_reg_amisha <= 0;
            delay_reg_amisha <= 0;
         end
      else
         begin
            state_reg_amisha <= state_next_amisha;
            t_reg_amisha <= t_next_amisha;
            p_reg_amisha <= p_next_amisha;
            delay_reg_amisha <= si_amisha;
         end
   assign edg_amisha = ~delay_reg_amisha & si_amisha;
   always @*
   begin
      state_next_amisha = state_reg_amisha;
      ready_amisha = 1'b0;
      done_tick_amisha = 1'b0;
      p_next_amisha = p_reg_amisha;
      t_next_amisha = t_reg_amisha;
      case (state_reg_amisha)
         idle_amisha:
             begin
                ready_amisha = 1'b1;
                if (start_amisha)
                   state_next_amisha = waite_amisha;
             end
         waite_amisha: 
            if (edg_amisha)
               begin
                  state_next_amisha = count_amisha;
                  t_next_amisha = 0;
                  p_next_amisha = 0;
               end
         count_amisha:
            if (edg_amisha)  
               state_next_amisha = done_amisha;
            else      
               if (t_reg_amisha == CLK_MS_COUNT_amisha - 1) 
                  begin
                     t_next_amisha = 0;
                     p_next_amisha = p_reg_amisha + 1;
                  end
               else
                  t_next_amisha = t_reg_amisha + 1;
         done_amisha:
            begin
               done_tick_amisha = 1'b1;
               state_next_amisha = idle_amisha;
            end
         default: state_next_amisha = idle_amisha;
      endcase
   end
   assign prd_amisha = p_reg_amisha;
endmodule
==> results.py <==
# Physical implementation metrics
metrics = {
    "synthesis": {
        "yosys.area.top_type": "dfrtp_1",
        "ys.flop_type": "dfrtp_1",
        "yosys-stat-area_um2": 6728,
        "synth_top_area_share_pct": 46.87,
        "postSynthAreaPerCell_um2": 9.383,
        "synth_cell_types": 65,
        "ys_cells": 717,
        "yosys_warnings": 4,
        "netlist_area_um2": 6728,
        "synthArstFlopShare_pct": 100.0,
        "ys.flops": 130,
        "synth_cells": 717,
        "ys_seq_share_pct": 48.43,
        "yosys-top-cells-area": "dfrtp_1, o21ai_0, nand2_1",
        "synth-edff-count": 0,
    },
    "timing": {
        "setup_slack_ps": 3221,
        "rsz0062_at_grt": "false",
        "slew_headroom_pct": 49.68,
        "fin_skew_ps": 8.495,
        "finalSetupViolations": 0,
        "tightest_slew_ps": 754.9,
        "fmax_mhz": 296.0,
        "min_period_over_period_pct": 51.19,
        "hold_violations": 0,
        "fin_tns_setup_ps": 0,
        "fin_crit_ps": 3379,
        "finalMaxSlewViolations": 0,
        "timing.hold.ws_ps": 481.4,
    },
    "floorplan": {
        "die_w_um": 118.0,
        "ioPinCount": 20,
        "die_h_um": 118.0,
        "chip_area_um2": 13920,
        "design.core.area_um2": 13190,
        "num_rows": 42,
        "fp_util_pct": 51.01,
    },
    "finish": {
        "final_cell_count_no_fill": 926,
        "fillers": 1096,
        "fin_area_um2": 7725,
        "syn_to_final_growth_pct": 14.82,
        "drive_gt1_share_pct": 7.200,
    },
    "cts": {
        "clk_latency_ps": 410,
        "root_buffer": "clkbuf_16",
        "cts_buffer_depth": 2,
        "cts_hold_buf": 0,
        "cts_resized": 0,
        "post_cts_buffers": 0,
        "path_clk_slew_ps": 60,
        "h-tree-depth": 4,
        "cts.sinks": 130,
        "cts_buffers": 17,
        "cts_tree": "yes",
    },
    "setup_path": {
        "cp-end-kind": "flop",
        "worstRegToRegCells": 7,
        "worst-endpoint-arrival_ps": 3700,
        "path_max_fanout": 11,
        "reg2reg_from": "div_unit_amisha.rh_reg_amisha[14]",
        "reg2reg_to": "div_unit_amisha.rh_reg_amisha[19]",
        "cp.required_ps": 6920,
        "critPathLaunchType": "primary input",
        "critPathKind": "in -> reg",
        "reg2reg_slack_ps": 3650,
    },
    "routing": {
        "totalWireLength_um": 13690,
        "num_antenna_cells": 0,
        "vias": 5201,
        "drt-pass1-iter-count": 5,
        "via_per_inst": 5.617,
        "drt_iter0_drc": 286,
        "route.detailed.drc": 0,
        "post_drt_wl_per_cell_um": 14.79,
        "ant_nets": 0,
    },
    "min_path": {
        "hold_path.class": "reg -> reg",
        "hp-start": "b2b_unit_amisha.p2s_reg_amisha[9]",
        "min_delay_path_depth": 2,
        "min_to": "b2b_unit_amisha.p2s_reg_amisha[9]",
    },
    "power": {
        "p_leak_nw": 3.354,
        "powerDensity_nw_per_um2": 233.7,
        "p_comb_share_pct": 1.0,
        "p_sw_uw": 362.4,
        "irDropWorstVdd_mv": 0.2010,
        "clkPwrFrac_pct": 54.7,
        "power.internal_mw": 1.443,
        "pwr-share-seq_pct": 44.2,
        "switching_share_pct": 20.08,
    },
    "global_route": {
        "use_met2_pct": 31.47,
        "grt_max_degree": 52,
        "grt_pass1_vias": 4935,
        "grt_overflow": 0,
        "grt.total_usage_pct": 21.78,
        "met3_usage_pct": 4.257,
        "antenna_found_initial": 0,
        "gr-usage-met1_pct": 36.91,
        "grt_pass1_wl_um": 24050,
        "grt-busiest-layer": "met1",
    },
    "placed_design": {
        "gp_congestion": 0.9091,
        "dpl_worst_slack_ps": 2879,
        "hpwl_um": 9056,
        "dp.cells": 894,
        "place_area_um2": 7097,
        "numPortBuffers": 19,
    },
    "run": {
        "maxCapViolCount": 0,
        "warnings": 27,
    },
    "outcome": {
        "status": "complete, no violations",
    },
}
==> final cells by class <==
| class | count | area, um2 | share of cell area [%] |
|---|---|---|---|
| clock buffer | 19 | 442.9 | 5.734 |
| clock inverter | 13 | 185.2 | 2.397 |
| inverter | 46 | 175.2 | 2.268 |
| multi-input combinational | 514 | 3186 | 41.24 |
| sequential | 130 | 3258 | 42.18 |
| tap | 176 | 220.2 | 2.851 |
| timing repair buffer | 28 | 257.7 | 3.337 |
==> routing by layer <==
| metal | part of all wire (%) | routed length, um | vias up |
|---|---|---|---|
| met5 | 0 | 0 | - |
| met4 | 0.93 | 127 | 0 |
| met3 | 3.7 | 502 | 7 |
| met2 | 44 | 6086 | 86 |
| met1 | 51 | 6977 | 2519 |
| li1 | - | - | 2589 |
==> worst max path at each step <==
| stage | cells past startpoint | from | slack [ps] | to |
|---|---|---|---|---|
| CTS | 8 | si_amisha | 3270 | prd_count_unit_amisha.p_reg_amisha[7] |
| global route | 8 | si_amisha | 3110 | prd_count_unit_amisha.p_reg_amisha[7] |
| finish | 8 | si_amisha | 3220 | prd_count_unit_amisha.p_reg_amisha[5] |
==> sequential cells by signal (all words and copies together) (netlist names), 5 cells and up, named ones only <==
signal	flops
div_unit_amisha.rl_reg_amisha	20
prd_count_unit_amisha.p_reg_amisha	10
div_unit_amisha.n_reg_amisha	5
prd_count_unit_amisha.t_reg_amisha	16
div_unit_amisha.d_reg_amisha	10
div_unit_amisha.rh_reg_amisha	20
b2b_unit_amisha.p2s_reg_amisha	13
==> cell usage in the layout, fill, tap and decap left out, types with 4 or more instances in the layout <==
| cell type | n |
|---|---|
| nand2b_1 | 6 |
| o21a_1 | 7 |
| bufinv_16 | 4 |
| or3_1 | 8 |
| nand3_1 | 19 |
| a22oi_1 | 5 |
| buf_4 | 9 |
| nor2b_1 | 4 |
| xnor2_1 | 14 |
| a31oi_1 | 4 |
| and3_1 | 4 |
| inv_1 | 44 |
| o31ai_1 | 4 |
| clkinv_4 | 4 |
| a21o_1 | 9 |
| ha_1 | 20 |
| dfrtp_1 | 126 |
| clkdlybuf4s50_1 | 19 |
| o21ai_0 | 71 |
| o21ai_1 | 9 |
| nand4_1 | 14 |
| mux2i_1 | 19 |
| nand2_1 | 91 |
| clkbuf_16 | 17 |
| nor2_1 | 53 |
| dfstp_2 | 4 |
| o22a_1 | 7 |
| o221ai_1 | 5 |
| a22o_1 | 14 |
| xor2_1 | 22 |
| a21oi_1 | 30 |
| nor3_1 | 27 |
==> kinds of logic (layout without fill, tap and decap cells) <==
kind of cell	Yosys count	after routing	synth area share, %
adder cells (fa/ha/maj)	21	21	4.017
multiplexers	21	21	3.162
AND/OR/NAND/NOR	244	244	17.30
buffers and inverters	73	106	4.222
XOR/XNOR	36	36	4.687
flip-flops	130	130	48.43
AND-OR/OR-AND	192	192	18.19
==> critical path: stages <==
cell	delay, ps
clkdlybuf4s50_1	500
nand2b_1	100
nand2_1	90
or4b_1	630
nor2_1	220
nand4_1	270
or3_1	420
a21oi_1	150
==> power groups by stage <==
stage | clock, mW | combinational [mW] | sequential, mW
global route | 1.05 | 0.0228 | 0.797
finish | 0.988 | 0.0188 | 0.798
CTS | 1.01 | 0.0204 | 0.798
==> synthesized netlist by cell type (3+ instances only) <==
master and n:
o21bai_1 3, nand2_1 91, nor2_1 53, o21a_1 7
o21ai_1 9, mux2i_1 19, o221ai_1 5, o211ai_1 3
a31oi_1 4, dfrtp_1 126, ha_1 20, nor2b_1 4
nand3_1 19, dfstp_2 4, and3_1 4, inv_1 45
a22oi_1 5, xor2_1 22, a21oi_1 30, a311o_1 3
nor3_1 27, nand2b_1 6, xnor2_1 14, a21o_1 9
clkbuf_1 24, o21ai_0 71, nand4_1 14, o22a_1 7
or3_1 8, a22o_1 14, o31ai_1 4
==> through the flow <==
stage / util (%) / power [mW]
floorplan: - / 0.8242
global placement: 53.80 / 0.8321
detailed placement: 53.80 / 0.8323
CTS: 58.57 / 1.823
global route: 58.57 / 1.866
finish: 58.57 / 1.805
Power and IR drop assume default switching activity.
